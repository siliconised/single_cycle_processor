[/design/flow/constraint.sdc]
current_design mux

set clk_period 1.0
set clk_io_pct 0.2

create_clock -name clk0 -period $clk_period

set non_clock_inputs [all_inputs -no_clocks]
set_input_delay [expr $clk_period * $clk_io_pct] -clock clk0 $non_clock_inputs
set_output_delay [expr $clk_period * $clk_io_pct] -clock clk0 [all_outputs]
[/design/flow/run.sh]
#!/bin/bash
# OpenROAD 26Q1-2900-gdf79404cd8, Yosys 0.63+post, stock flow scripts
make -C /OpenROAD-flow-scripts/flow DESIGN_CONFIG=/design/flow/config.mk WORK_HOME=/design/flow/orfs finish
[/design/flow/config.mk]
export PLATFORM = sky130hd
export DESIGN_NAME = mux
export DESIGN_NICKNAME = mux
export VERILOG_FILES = /design/flow/design.v
export SDC_FILE = /design/flow/constraint.sdc
export NUM_CORES = 4
export LEC_CHECK = 1
export CORE_AREA = 10 10 71 71
export DIE_AREA = 0 0 81 81
[/design/flow/design.v]
`timescale 1ns / 1ps
module mux(in_1,in_2,c_sig,out);
input [31:0] in_1;
input [31:0] in_2;
input c_sig;
output reg [31:0] out;
always @(c_sig) begin
      out = c_sig ? in_2 : in_1;
end
endmodule
==> results.txt <==
run metrics: I/O pin cnt between 90 and 100, Synth-to-Final Area Change 192%, CP endpoint kind output port, Unique cell types 4, CLK BUF 0, Internal 0.493 mW, placed cells 181, Area after DPL between 0.0015 and 0.002 mm^2, First-pass DRT Iterations 2, status complete, but fails checks, global-route wire length before repair slightly above 4 mm, dominant logic cell types in the final layout 46 x dlygate4sd2_1, 32 x mux2_4, 19 x buf_6, critical path's slowest cell clkdlybuf4s50_1, Commonest Layout Cell dlygate4sd2_1, crit path to out[2], switching share of power between 20% and 30%, Total GRT Usage 7.54%, critical path's largest stage delay roughly 0.40 ns, Least-Margin Pin Slew around 0.083 ns, register area 0 um^2, CP arrival approximately 1 ns, n_diodes 0, Setup Crit Path Kind in -> out, MaxCap Viol Count 0, hpwl dp about 2.5 mm, Die Y around 81 um, final slew viol count 0, Setup Viol. Count Final 32, CP max FO 1, post-route ant nets 0, GRT overflow 0, part of the power in registers 0%, Synth Instances 36, Mean Syn Cell Area 15.1 um^2, required time of the critical path ~0.80 ns, GPL Wtd Cong between 0.8 and 0.9, final hold slack between 0.7 and 0.8 ns, routed via count about 710, CP cell instances clkdlybuf4s50_1, mux2_4, buf_6, PwrDens roughly 400 mW/mm^2, Peak VDD IR 0.000161 V, chip area in the Yosys report about 540 um^2, Yosys warnings 1, fp util around 15%, Cell Rows 22, critical path startpoint category primary input, DRC viols 0, Slew HR between 90% and 100%, hold crit path type in -> out, initial antenna violation count 0, initial drt markers 4, Clock power frac 0%, Lkg Pwr around 0.86 nW, sw power ~0.14 mW, Worst Setup SP in_1[2], setup ws final -0.185 ns, RSZ-0062 raised after global routing true, largest net degree at the start of global routing 11, CORE AREA about 0.0036 mm^2, fill count between 300 and 400, Final Instance Count excl. Fillers 185, Design Area, Final 0.00159 mm^2, fraction of layout cells with a size suffix above 1 between 50% and 60%, Yosys Instances 36, drt via density ~3.8, die width about 81 um, flop count 0, Tmin final between 1 and 1.5 ns, violated checks setup timing, tool warnings 34, drt total wl 2.82 mm, die area around 0.0066 mm^2, Hold Violations, Final 0, Final Cycle Share 119%, WL/cell approximately 15 um, Post-Syn Area ~540 um^2, FMAX between 800 and 900 MHz, vias in the first global route ~760, final core area utilization 43.7%, port bufs between 90 and 100, power share of the combinational group 100.0%, Seq/Total Area, Yosys 0%
-- stage by stage --
stage | setup TNS (ns) | worst slack, ns | total power [mW]
after floorplan | 0 | 0.0669 | 0.206
after global placement | -15.96 | -0.511 | 0.650
after detailed placement | -16.41 | -0.530 | 0.653
after CTS | -3.19 | -0.186 | 0.597
after global routing | -3.50 | -0.205 | 0.671
final | -2.97 | -0.185 | 0.629
-- kinds of logic after synthesis --
group	count (synthesis)	synth area share, %
mux	32	86.9
buf+inv	4	13.1
-- cells in the mapped netlist --
library cell / count / share of area (%)
buf_6: 1 / 2.1
buf_12: 3 / 11
mux2_4: 30 / 83
mux2_2: 2 / 4.1
-- metal layers --
| layer | global-route usage [%] | vias to the layer above | part of all wire [%] |
|---|---|---|---|
| met4 | 0 | 0 | 0 |
| met2 | 13.1 | 50 | 51 |
| li1 | - | 341 | - |
| met5 | 0 | - | 0 |
| met3 | 2.78 | 0 | 11 |
| met1 | 9.22 | 317 | 38 |
-- worst min path at each step --
stage	cells past startpoint	start	slack, ns	endpoint
6_report	3	in_2[16]	0.70	out[16]
5_1_grt	3	in_1[5]	0.71	out[5]
4_1_cts	3	in_2[19]	0.80	out[19]
-- area by class of cell --
| cell class | count | area (um^2) | area share [%] |
|---|---|---|---|
| multi-input combinational | 32 | 480 | 30.3 |
| tap | 48 | 60.1 | 3.78 |
| timing repair buffer | 105 | 1050 | 66.0 |
-- timing repair --
| item | 4_1_cts | 5_1_grt |
|---|---|---|
| gates resized | 166 | 15 |
| endpoints found under the setup margin | 32 | 32 |
| hold buffers | 0 | 0 |
| gates cloned | 1 | 0 |
| setup buffers | 3 | 0 |
-- worst max-delay path: cells and delay by family --
| family | cells | cell delay [ns] |
|---|---|---|
| buffers and inverters | 2 | 0.51 |
| muxes | 1 | 0.27 |
-- power by group through the flow --
stage,Clock (mW),Sequential (mW),Combinational [mW]
finish,0,0,0.629
global route,0,0,0.671
CTS,0,0,0.597
No activity file was given, so power comes from the tool's default toggle rates.
